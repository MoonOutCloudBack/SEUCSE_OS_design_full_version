===== ./run.sh =====
#!/bin/bash
# OpenROAD 26Q1-2900-gdf79404cd8, Yosys 0.63+post, stock flow scripts
make -C /OpenROAD-flow-scripts/flow DESIGN_CONFIG=/design/flow/config.mk WORK_HOME=/design/flow/orfs finish

===== ./config.mk =====
export PLATFORM = sky130hd
export DESIGN_NAME = mfp_ahb_buzzer
export DESIGN_NICKNAME = mfp_ahb_buzzer
export VERILOG_FILES = /design/flow/design.v
export SDC_FILE = /design/flow/constraint.sdc
export NUM_CORES = 4
export LEC_CHECK = 1
export CORE_UTILIZATION = 40

===== ./constraint.sdc =====
current_design mfp_ahb_buzzer

set clk_period 6.1
set clk_io_pct 0.2

create_clock -name clk0 -period $clk_period [get_ports {clk}]

set non_clock_inputs [all_inputs -no_clocks]
set_input_delay [expr $clk_period * $clk_io_pct] -clock clk0 $non_clock_inputs
set_output_delay [expr $clk_period * $clk_io_pct] -clock clk0 [all_outputs]

===== ./design.v =====
`timescale 1ns / 1ps
module mfp_ahb_buzzer(
    input wire clk,
    input wire resetn,
    input wire [31:0] numMicros,
    output reg buzz
    );
        parameter CNT_MAX = 25'd24_999_999;
        parameter DO = 18'd190839;
        parameter RE = 18'd170067;
        parameter MI = 18'd151514;
        parameter FA = 18'd143265;
        parameter SO = 18'd127550;
        parameter LA = 18'd113635;
        parameter XI = 18'd101213;
    	reg [2:0] NS;  
        reg [17:0] freq_cnt;
        reg [17:0] freq_data;
        always @ (posedge clk or negedge resetn) begin
            if(!resetn) begin
                NS <= 0;
                buzz <= 0;  
                freq_cnt <= 0;
                freq_data <= CNT_MAX;
            end
            else begin
                NS <= numMicros[2:0];  
                case (NS)
                    3'o0: freq_data <= CNT_MAX;  
                    3'o1: freq_data <= DO;  
                    3'o2: freq_data <= RE;  
                    3'o3: freq_data <= MI;  
                    3'o4: freq_data <= FA;  
                    3'o5: freq_data <= SO;  
                    3'o6: freq_data <= LA;  
                    3'o7: freq_data <= XI;  
                default: freq_data <= CNT_MAX;  
                endcase
                if (freq_cnt == freq_data) begin
                    buzz <= 1;  
                    freq_cnt <= 0;  
                end
                else begin
                    freq_cnt <= freq_cnt+1;  
                    buzz <= 0;
                end
            end
        end
endmodule

==> out/qor.txt <==
Status: finished clean
Clk Tree Root Cell: clkbuf_8
Main flop type: dfrtp_1
Die area: 0.005008 mm²
Area leader share: 38.36%
Yosys cell count: 172
Final period utilization: 37.29%
Critical Path AT: 1050 ps
Final Wtd Congestion: 0.8572
H-tree levels: 2
Setup Skew: 6.526 ps
Yosys stat area: 0.001892 mm²
Skew-Pair Late Insertion Delay: 290 ps
CP Data Required Time: 4880 ps
Diodes inserted: 0
Worst slew pin tran: 891.8 ps
Crit path max-delay family: buffers and inverters
RSZ-0062 raised after global routing: no
DRC: 0
Slowest CP cell: clkdlybuf4s50_1
Layout Utilization: 46.88%
Fmax: 439.6 MHz
Minimum clock period after layout: 2275 ps
Total GRT Usage: 14.96%
Setup Buffers After CTS: 0
# rows: 24
Vias/cell: 5.312
First-pass GRT wire length: 5.720 mm
Share of cells above drive strength 1: 16.76%
LEAKAGE: 0.0008432 µW
Die height: 70.77 µm
Synth Area per Inst: 11.00 µm²
Initial antenna violation count: 0
Hold Violations, Final: 0
Pin count of the biggest net entering global routing: 40
Clk pin slew, worst setup/hold paths: 70 ps
Fraction of registers with async set or reset after synthesis: 100.0%
Cell area leaders: dfrtp_1, dfstp_2, xnor2_1, a21oi_1, ha_1
WS Path Type: flip-flop to primary output
I/O pin total: 35
DR WL/cell: 13.83 µm
Clk buf depth: 2
Most frequent cell after synthesis: dfrtp_1
Total number of vias: 1227
Initial DRC count: 82
Synth Warn #: 1
Clock buffer count from CTS: 5
CP max stage delay: 450 ps
CP Launch Type: flip-flop
Pwr/cell area: 245.8 mW/mm²
Crit end category: primary output
Buf/Inv on CP: 1
Worst Hold Class: flip-flop to flip-flop
Seq cells post-synth: 39
Crit-path cells: clkdlybuf4s50_1
Register share after synthesis: 52.25%
Setup-failing EPs final: 0
Grt ovf: 0
Slew HR: 40.55%
Number of enable flip-flop cells: 0
Hold Buf Count CTS: 0
Crit path max fanout: 1
Top cells by count, synth: dfrtp_1, xnor2_1, a21oi_1, nand2_1, dfstp_2
Core Region: 0.004444 mm²
Mapped Cells: 172
Peak VDD IR: 137.9 µV
Buffers added on ports: 5
Synth-to-layout area growth: 10.12%
Cell type with the largest total area: dfrtp_1
Distinct lib cells: 36
Final WL: 3.194 mm
Hpwl dp: 2.243 mm
Post-CTS sizing: 0
Max-Cap Viols: 0
Post-Syn Area: 0.001892 mm²
OpenROAD warning count: 60
Vias in the first global route: 1232
Max-slew violation total from the final report: 0
Drt pass-1 iters: 20
Setup TNS: 0 ps
Antenna-violating nets left: 0
Die W: 70.77 µm
TritonCTS clock tree: built
Clock sinks: 39
Core Util at FP: 42.57%
Worst hold slack: 556.9 ps
==> placed cells by master, fill, tap and decap left out, types with 2 or more instances in the layout <==
cell type and count:
nand2b_1 2, or3_2 2, clkbuf_8 5, nor3_1 4, mux2i_1 2, xor2_1 2
a22oi_1 2, dfrtp_1 29, nor4_1 3, xnor2_1 27, inv_1 5, or2_2 2
a21oi_1 20, o21ai_0 2, nand3_1 7, ha_1 8, nor2_1 6, clkdlybuf4s50_1 4
nand4_1 7, dfstp_2 10, nand2_1 11, buf_4 2, clkbuf_1 2
==> where the power goes <==
group	leakage (µW)	switching (µW)	total (µW)	internal, µW
sequential	0.000463	7.30	279	272
combinational	0.000328	14.0	27.5	13.4
clock	0.0000524	83.2	205	122
total	0.000843	105	512	408
==> through the flow <==
step / setup slack, ps / area [µm²] / instances / power (µW)
6_report: 3825 / 2083 / 231 / 512.1
5_1_grt: 3782 / 2083 / 231 / 530.8
4_1_cts: 3819 / 2083 / 231 / 515.9
3_5_place_dp: 4112 / 1977 / 223 / 312.0
3_3_place_gp: 4134 / 1977 / 223 / 311.6
2_1_floorplan: 4403 / 1892 / 172 / 300.2
==> registers in the layout, summed over array words and instances (netlist names) <==
name       cells
freq_data     17
NS             3
freq_cnt      18
buzz           1
==> final timing paths <==
path,startpoint,end,slack [ps],depth (start not counted)
max reg2reg,freq_cnt[5],freq_cnt[14],4090,3
max,buzz,buzz,3830,1
min reg2reg,freq_cnt[0],freq_cnt[0],560,1
min in group asynchronous,resetn,buzz,970,2
min,freq_cnt[0],freq_cnt[0],560,1
max in group asynchronous,resetn,freq_data[0],4780,2
==> routing by layer <==
layer | global-route usage, % | wire [µm]
met1 | 21.92 | 1472
met5 | 0 | 0
met4 | 2.889 | 53
met3 | 3.324 | 160
met2 | 24.15 | 1508
==> cell type report <==
class	count	area (µm²)
Clock buffer	7	76.32
Clock inverter	1	30.03
Fill cell	408	2361
Inverter	5	18.77
Multi-Input combinational cell	120	844.6
Sequential cell	39	988.4
Tap cell	52	65.06
Timing Repair Buffer	7	60.06
==> logic make-up after synthesis <==
family,after synthesis,synth area share (%)
AND/OR/NAND/NOR,50,15.08
multiplexers,2,1.058
XOR/XNOR,29,13.43
adder cells (fa/ha/maj),8,5.291
buffers and inverters,13,3.109
flip-flops,39,52.25
AND-OR/OR-AND,31,9.789
Power figures rest on the tool's default switching activity, not on a simulated workload.
