<file path="flow/run.sh">
#!/bin/bash
# OpenROAD 26Q1-2900-gdf79404cd8, Yosys 0.63+post, stock flow scripts
make -C /OpenROAD-flow-scripts/flow DESIGN_CONFIG=/design/flow/config.mk WORK_HOME=/design/flow/orfs finish
</file>
<file path="flow/config.mk">
export PLATFORM = sky130hd
export DESIGN_NAME = mfp_ahb_sevensegtimer
export DESIGN_NICKNAME = mfp_ahb_sevensegtimer
export VERILOG_FILES = /design/flow/design.v
export SDC_FILE = /design/flow/constraint.sdc
export NUM_CORES = 4
export LEC_CHECK = 1
export CORE_UTILIZATION = 40
</file>
<file path="flow/constraint.sdc">
current_design mfp_ahb_sevensegtimer

set clk_period 6.5
set clk_io_pct 0.2

create_clock -name clk0 -period $clk_period [get_ports {clk}]

set non_clock_inputs [all_inputs -no_clocks]
set_input_delay [expr $clk_period * $clk_io_pct] -clock clk0 $non_clock_inputs
set_output_delay [expr $clk_period * $clk_io_pct] -clock clk0 [all_outputs]
</file>
<file path="flow/design.v">
`timescale 1ns / 1ps
module mfp_ahb_sevensegtimer(
    input wire clk,
    input wire resetn,
    input wire [7:0] EN,  
    input wire [31:0] DIGITS,  
    output reg [7:0] DISPENOUT,  
    output reg [7:0] DISPOUT  
    );
        reg [7:0] decoding [15:0];  
        reg [2:0] choose;  
        reg [3:0] value;  
        reg [15:0] counter;  
        always @ (posedge clk or negedge resetn) begin
            if(!resetn) begin
                DISPENOUT <= 8'hff;  
                DISPOUT <= 8'h00;  
            end
            else begin
                decoding[4'h0] = 8'b111_1110_0;
                decoding[4'h1] = 8'b011_0000_0;
                decoding[4'h2] = 8'b110_1101_0;
                decoding[4'h3] = 8'b111_1100_0;
                decoding[4'h4] = 8'b011_0011_0;
                decoding[4'h5] = 8'b101_1011_0;
                decoding[4'h6] = 8'b101_1111_0;
                decoding[4'h7] = 8'b111_0000_0;
                decoding[4'h8] = 8'b111_1111_0;
                decoding[4'h9] = 8'b111_1011_0;
                decoding[4'ha] = 8'b111_0111_0;
                decoding[4'hb] = 8'b001_1111_0;
                decoding[4'hc] = 8'b000_1101_0;
                decoding[4'hd] = 8'b011_1101_0;
                decoding[4'he] = 8'b100_1111_0;
                decoding[4'hf] = 8'b100_0111_0;
                if (counter == 16'h8fff) begin
                    choose <= choose + 1;
                    counter <= 0;
                end
                else counter <= counter + 1;
                DISPENOUT <= 8'hff;  
                if (EN[choose] == 0) begin  
                    DISPOUT <= 8'h00;  
                end
                else begin  
                    DISPENOUT[choose] <= 0;  
                    case(choose)  
                        0: value <= DIGITS[3:0];
                        1: value <= DIGITS[7:4];
                        2: value <= DIGITS[11:8];
                        3: value <= DIGITS[15:12];
                        4: value <= DIGITS[19:16];
                        5: value <= DIGITS[23:20];
                        6: value <= DIGITS[27:24];
                        7: value <= DIGITS[31:28];
                    endcase
                    DISPOUT <= (~decoding[value]);  
                end
            end
        end
endmodule
</file>
==> reports/writeup.txt <==
The tools report the launch point of the worst reg-to-reg path as choose[2]. The pin count of the biggest net entering global routing came out at 34. The flow ran to the end, and the final reports show no timing, DRC or antenna violations. Per the detail_route report, DRC violations left total 0.

STA puts the critical path data required time at 6670 ps. The layer with the highest usage is met1. The chip occupies 6260 µm². The top cell type in the final layout, fill and taps aside, is sky130_fd_sc_hd__clkdlybuf4s50_1. The synthesized flop and latch total came out at 46.

The synthesized cell area is 2380 µm², and the number of hold buffers added after CTS is 0. TritonCTS built the clock tree. After detailed routing, the number of vias per cell comes to 4.95. The tools report the routability congestion estimate as 0.860. The placement report lists the number of port buffers as 57. The tally of unique sky130hd cells used after synthesis is 45. After synthesis, the largest area contributor takes up 29.0% of total cell area. For the global-route met2 utilization, the log shows 24.2%.

Max-cap violations in this run came to 0. The headroom to the max-slew limit is 37.3%. The synthesized design spends more area on one cell type than any other, namely sky130_fd_sc_hd__edfxtp_1. The number of buffers inserted to repair setup after CTS came out at 0. The tools report the type of element launching the critical path as an input pin. The tightest min-delay check is of the reg -> reg type. The number of global-route vias before repair came out at 1650. Global routing consumed, on the met3 layer, 3.27% of the routing resources. For the number of nets with antenna violations after detailed routing, the log shows 0.

Dividing the detail-routed wire length by the instance count gives 13.0 µm. The Yosys step of the flow raised 2 warnings. Total antenna diodes in the routed design: 0. In this run the standard cell core region covers 5610 µm². Total of cells resized after clock tree synthesis: 0.

Per the finish-stage timing summary, setup violations number 0. The global route stage reports its total congestion overflow as 0. The measured slew at the worst slew-check pin came out at 914 ps.

Tracing the worst setup path back leads to its startpoint at EN[1]. The fraction of synthesis flops using an asynchronous set or reset pin came out at 34.8%. Setup repair after global routing left no endpoint under its margin. Yosys attributes the largest share of cell area to sky130_fd_sc_hd__edfxtp_1 29%, sky130_fd_sc_hd__dfstp_2 8.8%, sky130_fd_sc_hd__dfrtp_1 8.4%, sky130_fd_sc_hd__ha_1 8.4%, sky130_fd_sc_hd__dfxtp_1 5.9%. The script extracted a total leakage power of 1.22 nW.

The timing report shows that the slowest cell on the worst path is sky130_fd_sc_hd__mux2i_1. The run gives 0 as the initial antenna violation count. For this run, the total global-route usage over all layers was measured as 15.5%.

For this design the ratio of total power to cell area is 183 nW/µm². The report lists the number of standard-cell rows as 27. For this block, the initial DRC count from the detailed router was 66. Sequential cells were found to cover 52.2% of the synthesized design area. Category of the most critical setup path: in -> reg. The chip area line in the Yosys stat output reads 2380 µm². Averaged over all synthesized cells, the footprint is 11.8 µm².

Synthesis handed over a netlist of 202 instances. The final power report lists total power as 565 µW. The tools report the count of clock tree sinks as 46. Leaving out fill and tap cells, the most frequent cells in the layout are 57 x sky130_fd_sc_hd__clkdlybuf4s50_1, 23 x sky130_fd_sc_hd__edfxtp_1, 21 x sky130_fd_sc_hd__nor2_1. The commonest register cell is sky130_fd_sc_hd__edfxtp_1. The cell total in the yosys stat output is 202, and the final critical path time including I/O delays and setup is 4020 ps. Per STA, the highest per-stage delay on the worst path measures 790 ps. The peak supply drop came out at 104 µV. Relative to the synthesized area, the layout overhead comes to 29.6%. Endpoints failing hold in the final report were tallied at 0. The critical path goes through clkdlybuf4s50_1, mux4_1, mux2i_4, or2_1, mux2i_1, mux4_2. During I/O placement, the number of pins put on the boundary was 58.

The tree is rooted in a sky130_fd_sc_hd__clkbuf_8. For the H-tree depth, the log shows 2. After clock tree synthesis, the clock-pin slew on the worst setup and hold paths is 70 ps. Based on the critical path, the design can be clocked at up to 249 MHz. The run gives 5 for the number of buffers inserted during clock tree synthesis. OpenROAD reports that the post-layout worst path occupies 61.8% of the period. The die is 79.1 µm tall. The run gives 79.1 µm for the x dimension of the die.

The clock arrives with 2.28 ps of skew. The logs give 3340 µm for the half-perimeter wire length after detailed placement and 2 for the deepest clock path buffer count. For the iteration count of the initial detailed-routing pass, the log shows 4. In the floorplan report the effective utilization is 42.4%.

The tally of OpenROAD warnings was 36. The max-slew violation count came out at 0. The type of element capturing the critical path is a register.

For met1 alone, demand over resource in global routing was 24.3%. The final layout reports a setup TNS of 0 ps. The data arrival time reported for the critical path is 4180 ps.

Yosys mapped a number of flops with a built-in enable equal to 23. The routed layout has 1657 vias. The biggest fanout along the worst timing path is 12. The fraction of final layout cells with drive strength greater than 1 is 9.89%.

The tools report the wire length of the first global-routing pass as 7330 µm. As reported, the later end of the worst-skew pair has a clock insertion delay of 290 ps. The routed design has 4350 µm of wire.
area by class of cell:
cell class / instances / area, µm²
multi-input cells: 138 / 1050
well taps: 72 / 90.1
fillers: 519 / 2520
flip-flops and latches: 46 / 1240
clock buffers: 8 / 80.1
inverters: 13 / 48.8
repair buffers: 58 / 578
where the power goes:
part | total [mW] | switching (mW) | internal [mW]
sequential | 0.333 | 0.00930 | 0.324
combinational | 0.0717 | 0.0263 | 0.0453
clock | 0.160 | 0.0838 | 0.0764
kinds of logic after synthesis:
kind of cell	synth area share [%]
AND/OR/NAND/NOR	14.0
flip-flops	52.2
AND-OR/OR-AND	8.20
buffers and inverters	3.89
adder cells (fa/ha/maj)	8.41
multiplexers	8.57
XOR/XNOR	4.78
final timing paths:
kind	endpoint	slack, ps	cells after the start
worst max-delay path	register	2480	6
worst min-delay path	DISPOUT[2]	380	1
worst max register to register	register	2980	10
worst min register to register	DISPOUT[2]	380	1
max in group asynchronous	DISPENOUT[3]	4770	2
min in group asynchronous	DISPOUT[0]	1410	2
stage by stage:
step / cells / util (%) / setup WS, ps / hold slack (ps) / instance area (µm²)
after floorplan: 202 / - / 2950 / 362 / 2380
after global placement: 327 / 53.6 / 2190 / 369 / 3000
after detailed placement: 327 / 53.6 / 2170 / 370 / 3000
after CTS: 335 / 55.0 / 2480 / 380 / 3080
after global routing: 335 / 55.0 / 2260 / 402 / 3080
final: 335 / 55.0 / 2480 / 376 / 3080
Yosys cell counts, drive strengths merged (2+ instances only):
library cell,number
edfxtp,23
nor2,21
nand2,19
ha,16
inv,13
dfrtp,8
dfstp,8
dfxtp,7
xor2,7
mux2i,6
xnor2,6
buf,5
mux2,5
nand3,5
nor3,5
a222oi,4
and3,4
nand4,4
o21ai,4
a21oi,3
a31oi,3
mux4,3
o211ai,3
and2,2
and4,2
o22a,2
or2,2
critical path: cells and delay by family:
family	cells	cell delay, ps
simple gates	1	260
buf+inv	1	390
mux	4	2230
metal layers:
layer	wire length [µm]	up-vias
li1	-	850
met1	2070	746
met2	1960	54
met3	250	7
met4	59	0
met5	0	-
Power and IR drop assume default switching activity.
